`design/flow/design.v`:
```
module coinSensor(clk, reset, serialIn, write, penny, nickle, dime, quarter);
	input clk, reset, serialIn, write;
	output reg penny, nickle, dime, quarter;
	reg [9:0] currentCoin;
	reg previousWrite;
	always @ (posedge clk) begin
			penny   = 0;
			nickle  = 0;
			dime    = 0;
			quarter = 0;
		if (reset == 1) begin
			currentCoin = 0;
			previousWrite = 0;
		end  
		else if (reset == 0 && write == 1) begin
			currentCoin = currentCoin >> 1;
			currentCoin[9] = serialIn;
			previousWrite = 1;
		end  
		else if(reset == 0 && write == 0 && previousWrite == 1) begin
			senseCoin(currentCoin, penny, nickle, dime, quarter);
			previousWrite = 0;
		end
	end 
 	task senseCoin;
		input [9:0] currentCoin;
		output penny, nickle, dime, quarter;
		localparam pennyUp = 10'b10_1111_0011, pennyLow = 10'b10_1110_1001,
							 nickleUp = 10'b11_0100_1000, nickleLow = 10'b11_0011_1110,
							 dimeUp = 10'b10_1100_0110, dimeLow = 10'b10_1011_1100,
							 quarterUp = 10'b11_1100_0000, quarterLow = 10'b11_1011_0110;
		begin
		penny = 0;
		nickle = 0;
		dime  = 0;
		quarter = 0;
		if      (currentCoin <= pennyUp && currentCoin >= pennyLow)
			penny = 1;
		else if (currentCoin <= nickleUp && currentCoin >= nickleLow)
			nickle = 1;
		else if (currentCoin <= dimeUp && currentCoin >= dimeLow)
			dime = 1;
		else if (currentCoin <= quarterUp && currentCoin >= quarterLow)
			quarter = 1;
		end  
	endtask
endmodule
module piggyBank(clk, reset, penny, nickel, dime, quarter, apple, banana, carrot, date, credit);
	input clk, reset;
	input penny, nickel, dime, quarter;
	input apple, banana, carrot, date;
	output reg [7:0] credit;
	always @ (posedge clk) begin
		if(reset == 1) begin
			credit = 0;
		end else begin
			if(penny == 1) begin
				if (credit > 254)
					credit <= 255;
				else
					credit = credit + 1;
			end  
			if(nickel == 1) begin
				if (credit > 250)
					credit <= 255;
				else
					credit <= credit + 5;
			end  
			if(dime == 1) begin
				if (credit > 245)
					credit <= 255;
				else
					credit <= credit + 10;
			end  
			if(quarter == 1) begin
				if (credit > 230)
					credit <= 255;
				else
					credit <= credit + 25;
			end  
			if(apple == 1) begin
					credit <= credit - 75;
			end  
			if(banana == 1) begin
				credit <= credit - 20;
			end  
			if(carrot == 1) begin
					credit <= credit - 30;
			end  
			if(date == 1) begin
					credit <= credit - 40;
			end  
		end  
	end 
endmodule
module purchaseManager(clk, reset, buy, product, credit, apple, banana, carrot, date, error);
	input clk, reset;
	input buy;
	input [1:0] product;
	input [7:0] credit;
	output reg apple, banana, carrot, date, error;
	always @ (posedge clk) begin
			apple = 0;
			banana = 0;
			carrot = 0;
			date = 0;
			error = 0;
		if( reset == 0 & buy == 1) begin
			case(product)
				0: begin
						if(credit >= 75) apple = 1;
					 	else error = 1;
					 end
				1: begin
						if(credit >= 20) banana = 1;
					 	else error = 1;
					 end
				2: begin
						if(credit >= 30) carrot = 1;
					 	else error = 1;
					 end
				3: begin
						if(credit >= 40) date = 1;
					 	else error = 1;
					 end
			endcase
		end  
	end  
endmodule
module segment_decoder_7bit(count, a, b, c, d, e, f, g);
	input [3:0] count;
	output a, b, c, d, e, f, g;
	reg a, b, c, d, e, f, g;
	always@*
	begin
		case(count)
			4'h0 : {a,b,c,d,e,f,g} = 7'b000_0001; 
			4'h1 : {a,b,c,d,e,f,g} = 7'b100_1111; 
			4'h2 : {a,b,c,d,e,f,g} = 7'b001_0010; 
			4'h3 : {a,b,c,d,e,f,g} = 7'b000_0110; 
			4'h4 : {a,b,c,d,e,f,g} = 7'b100_1100; 
			4'h5 : {a,b,c,d,e,f,g} = 7'b010_0100; 
			4'h6 : {a,b,c,d,e,f,g} = 7'b010_0000; 
			4'h7 : {a,b,c,d,e,f,g} = 7'b000_1111; 
			4'h8 : {a,b,c,d,e,f,g} = 7'b000_0000; 
			4'h9 : {a,b,c,d,e,f,g} = 7'b000_0100; 
			4'ha : {a,b,c,d,e,f,g} = 7'b000_1000; 
			4'hb : {a,b,c,d,e,f,g} = 7'b110_0000; 
			4'hc : {a,b,c,d,e,f,g} = 7'b011_0001; 
			4'hd : {a,b,c,d,e,f,g} = 7'b100_0010; 
			4'he : {a,b,c,d,e,f,g} = 7'b011_0000; 
			4'hf : {a,b,c,d,e,f,g} = 7'b011_1000; 
		endcase
	end
endmodule
module sevenSegDispMngr(clk, reset, apple, banana, carrot, date, error, credit, digit1, digit0);
	input clk, reset;
	input apple, banana, carrot, date, error;
	input [7:0] credit;
	output [6:0] digit1, digit0;
	reg [3:0] count1, count0;
	reg [7:0] itemReg;
	reg [2:0] counter;
	segment_decoder_7bit decoder1(count1[3:0], digit1[6], digit1[5], digit1[4], digit1[3], digit1[2], digit1[1], digit1[0]);
	segment_decoder_7bit decoder0(count0[3:0], digit0[6], digit0[5], digit0[4], digit0[3], digit0[2], digit0[1], digit0[0]);
	always @ (posedge clk) begin
		count1 = 0;
		count0 = 0;
		if(reset == 0) begin
			if(apple == 1) begin
				itemReg = 8'hAA;
				counter = 6;
			end else if(banana == 1) begin
				itemReg = 8'hBB;
				counter = 6;
			end else if(carrot == 1) begin
				itemReg = 8'hCC;
				counter = 6;
			end else if(date == 1) begin
				itemReg = 8'hDD;
				counter = 6;
			end else if(error == 1) begin
				itemReg = 8'hEE;
				counter = 6;
			end  
			if(counter > 0) begin
				counter = counter - 1;
				count1 = itemReg[7:4];
				count0 = itemReg[3:0];
			end else begin
				count1 = credit[7:4];
				count0 = credit[3:0];
			end  
		end 
	end  
endmodule
module vendingMachine(clk, reset, serialIn, enable, buy, product, digit1, digit0);
	input clk, reset;
	input serialIn;
	input enable;
	input buy;
	input [1:0] product;
	output [6:0] digit1, digit0;
	wire penny, nickel, dime, quarter;
	wire apple, banana, carrot, date, error;
	wire [7:0] credit;
	coinSensor sensor(clk, reset, serialIn, enable, penny, nickel, dime, quarter);
	piggyBank bank(clk, reset, penny, nickel, dime, quarter, apple, banana, carrot, date, credit);
	purchaseManager purchaser(clk, reset, buy, product, credit, apple, banana, carrot, date, error);
	sevenSegDispMngr displayer(clk, reset, apple, banana, carrot, date, error, credit, digit1, digit0);
endmodule
```
`design/flow/run.sh`:
```
#!/bin/bash
# OpenROAD 26Q1-2900-gdf79404cd8, Yosys 0.63+post, stock flow scripts
make -C /OpenROAD-flow-scripts/flow DESIGN_CONFIG=/design/flow/config.mk WORK_HOME=/design/flow/orfs finish
```
`design/flow/config.mk`:
```
export PLATFORM = sky130hd
export DESIGN_NAME = vendingMachine
export DESIGN_NICKNAME = vendingMachine
export VERILOG_FILES = /design/flow/design.v
export SDC_FILE = /design/flow/constraint.sdc
export NUM_CORES = 4
export LEC_CHECK = 1
export CORE_UTILIZATION = 50
```
`design/flow/constraint.sdc`:
```
current_design vendingMachine

set clk_period 6.8
set clk_io_pct 0.2

create_clock -name clk0 -period $clk_period [get_ports {clk}]

set non_clock_inputs [all_inputs -no_clocks]
set_input_delay [expr $clk_period * $clk_io_pct] -clock clk0 $non_clock_inputs
set_output_delay [expr $clk_period * $clk_io_pct] -clock clk0 [all_outputs]
```
==> impl_metrics.toml <==
# generated from flow reports
[worst_setup_path]
critPathTopFamily = "simple AND/OR/NAND/NOR gates"
critPathRequiredTime_ns = 6.98
end_kind = "register"
slowest_stage = "or3_1"
crit_arrival_ns = 4.30
path_class = "reg2reg"
r2r_cells = 14
path_depth = 14
worstPathMaxFanout = 17
critical_path_buf_inv_count = 2
startpoint_type = "register"
crit_chain = "inv_1 -> ha_1 -> nand4b_1 -> or3_1 -> nand2_1 -> inv_1 -> ha_1 -> and2_1 -> nor3_1 -> o221ai_1 -> and3_1 -> and2_1 -> o31ai_2 -> o22ai_1"
slowest_delay_ns = 0.66

[worst_hold_path]
hold_class = "reg2reg"
hold_depth = 2

[routing]
met2_length_um = 5140
highest_layer = "met4"
routed_wl_um = 11540
avgRoutedWirePerCell_um = 17.57
n_antenna_cell = 0
route.detailed.drc = 0
drt_iter0_drc = 265
wl_met1_um = 5462
drtPass1Iterations = 5
dr_wl_met3_um = 580
via_count = 4015
antenna_left = 0
vias_per_cell = 6.111

[logic_synthesis]
synth_cells = 559
edf_count = 3
synth-async-reset-ratio_pct = 0
ys_cells = 559
ys.flop_type = "dfxtp_1"
ys_area_mm2 = 0.004322
synth_cell_types = 73
syn_avg_cell_area_um2 = 7.731
seq_area_frac_synth_pct = 25.71
ys_warn_count = 5
synth_area_mm2 = 0.004322
synth-seq-cells = 54

[global_routing]
grt_pass1_vias = 3665
antenna_found_initial = 0
grt_max_degree = 35
gr-total-overflow = 0
grt_pass1_wl_um = 18650
grt_use_total_pct = 27.32

[cells_and_area]
nFillCells = 806
area_delta_synth_final_pct = 5.385
drive_gt1_share_pct = 7.971
stdcell_area_mm2 = 0.004554

[timing]
setup_ws_ns = 2.687
whs_ns = 0.4660
post-route-min-period_ns = 4.113
max_freq_mhz = 243.1
clock_skew_ns = 0.006790
final.setup.tns_ns = 0
drv_slew = 0
slew_headroom_pct = 42.44
grt_setup_unrepaired = "false"
setup_violations = 0
tightest_slew_ns = 0.8544
hold_violations = 0
period_used_pct = 60.48

[clocking]
cts_sinks = 54
ctsResizeCount = 0
numCtsBuffers = 5
cts.htree.levels = 2
clkSlewWorstSetupHoldPaths_ns = 0.11
cts_buffer_depth = 2
cts_root_buf = "clkbuf_8"
clock_latency_ns = 0.32
cts_tree = "done"
postCtsSetupRepairBufs = 0
cts_hold_buf = 0

[floorplanning]
rows = 33
ios = 21
die_h_um = 94.97
coreArea_mm2 = 0.008299
die_w_um = 94.97
fp_util_pct = 52.07
design.die.area_mm2 = 0.009019

[placed_design]
hpwl_um = 8578
port_buffers = 20
place_ws_ns = 2.793
gp_congestion = 0.9879
place_area_mm2 = 0.004457

[power]
power_uw = 759.0
peakVddDrop_v = 0.00009635
static-leakage-power_uw = 0.001717
pwr_density_cell_mw_per_mm2 = 166.7

[job]
drv_cap = 0
openroad.warnings = 40

[run_status]
status = "finished clean"
==> where the power goes <==
group / switching [uW] / internal [uW] / leakage [uW]
Clock: 118 / 76.7 / 0.0000502
Combinational: 96.7 / 98.0 / 0.00122
Sequential: 16.1 / 353 / 0.000446
==> cells in the mapped netlist, types with 5 or more instances <==
| master | number | area, um2 |
|---|---|---|
| a21oi_1 | 25 | 125.1 |
| a31oi_1 | 12 | 75.07 |
| and2_1 | 5 | 31.28 |
| buf_2 | 7 | 35.03 |
| buf_4 | 18 | 135.1 |
| clkbuf_1 | 13 | 48.80 |
| dfxtp_1 | 51 | 1021 |
| ha_1 | 19 | 237.7 |
| inv_1 | 22 | 82.58 |
| mux2_2 | 5 | 56.30 |
| mux2i_1 | 17 | 170.2 |
| nand2_1 | 60 | 225.2 |
| nand2b_1 | 6 | 37.54 |
| nand3_1 | 22 | 110.1 |
| nand4_1 | 10 | 62.56 |
| nor2_1 | 57 | 214.0 |
| nor3_1 | 18 | 90.09 |
| o211ai_1 | 6 | 45.04 |
| o21a_1 | 6 | 45.04 |
| o21ai_0 | 40 | 200.2 |
| o22ai_1 | 8 | 50.05 |
| or2_2 | 5 | 31.28 |
| or3_1 | 5 | 31.28 |
| xnor2_1 | 19 | 166.4 |
| xor2_1 | 6 | 52.55 |
==> worst min-delay path, stage by stage, from the launching register on <==
cell and delay [ns]:
dfxtp_1 0.34, nand2_1 0.05, o21ai_0 0.05
==> final cells by class <==
| cell class | count | area [um2] | share of cell area (%) |
|---|---|---|---|
| Multi-Input combinational cell | 437 | 2856 | 62.72 |
| Clock buffer | 5 | 68.82 | 1.511 |
| Tap cell | 105 | 131.4 | 2.885 |
| Sequential cell | 54 | 1111 | 24.40 |
| Clock inverter | 3 | 28.78 | 0.6319 |
| Inverter | 24 | 90.09 | 1.978 |
| Timing Repair Buffer | 29 | 267.8 | 5.879 |
==> state kept, by name, summed over array words and instances, names as in the netlist, 3 cells and up, named ones only <==
register and flops:
sensor.currentCoin 10, digit0 7, displayer.counter 3, bank.credit 8, digit1 7, displayer.itemReg 5
==> layer usage <==
metal  up-vias  track usage (%)
met2       143            42.21
li1       1987                -
met4         0            8.333
met5         -                0
met3        29            2.614
met1      1856            40.91
==> logic make-up after synthesis <==
| kind of cell | Yosys count | synth area share (%) |
|---|---|---|
| simple gates | 213 | 24.12 |
| compound gates | 155 | 24.78 |
| buf+inv | 68 | 8.193 |
| flops | 54 | 25.71 |
| xor+xnor | 28 | 6.456 |
| mux | 22 | 5.240 |
| fa+ha+maj | 19 | 5.501 |
==> path summary, 6_finish.rpt <==
path | from | end | slack (ns)
max | bank.credit[0]$_SDFF_PP0_ | bank.credit[1]$_SDFF_PP0_ | 2.69
min | displayer.itemReg[1]$_DFF_P_ | displayer.itemReg[1]$_DFF_P_ | 0.47
max reg2reg | bank.credit[0]$_SDFF_PP0_ | bank.credit[1]$_SDFF_PP0_ | 2.69
min reg2reg | displayer.itemReg[1]$_DFF_P_ | displayer.itemReg[1]$_DFF_P_ | 0.47
==> through the flow <==
stage,cells,utilization (%)
floorplan,559,-
finish,657,54.88
CTS,657,54.88
detailed placement,649,53.70
global placement,649,53.70
global route,657,54.88
==> layout by cell type (no fill, tap or decap), types with 6 or more instances in the layout <==
cell type,count
nand2_1,60
nor2_1,57
dfxtp_1,51
o21ai_0,40
a21oi_1,25
inv_1,22
nand3_1,22
clkdlybuf4s50_1,20
xnor2_1,19
ha_1,19
nor3_1,18
mux2i_1,17
a31oi_1,12
nand4_1,10
buf_4,9
o22ai_1,8
xor2_1,6
o21a_1,6
o211ai_1,6
nand2b_1,6
Power is estimated from default activity; no workload was simulated.
