$ cat flow/config.mk
export PLATFORM = sky130hd
export DESIGN_NAME = counter_B
export DESIGN_NICKNAME = counter_B
export VERILOG_FILES = /design/flow/design.v
export SDC_FILE = /design/flow/constraint.sdc
export NUM_CORES = 4
export LEC_CHECK = 1
export CORE_AREA = 10 10 70 70
export DIE_AREA = 0 0 80 80
$ cat flow/constraint.sdc
current_design counter_B

set clk_period 1.3
set clk_io_pct 0.2

create_clock -name clk0 -period $clk_period [get_ports {clk}]

set non_clock_inputs [all_inputs -no_clocks]
set_input_delay [expr $clk_period * $clk_io_pct] -clock clk0 $non_clock_inputs
set_output_delay [expr $clk_period * $clk_io_pct] -clock clk0 [all_outputs]
$ cat flow/design.v
module counter_B(clk, reset, count);
    input clk, reset;
    output reg [3:0] count;
    always @ (posedge clk, posedge reset) begin
        if (reset)begin
            count <= 0;
        end else begin
            if (count < 10) begin
                count <= count + 1;
            end else begin
                count <= 0;
            end
        end
    end
endmodule
$ cat flow/run.sh
#!/bin/bash
# OpenROAD 26Q1-2900-gdf79404cd8, Yosys 0.63+post, stock flow scripts
make -C /OpenROAD-flow-scripts/flow DESIGN_CONFIG=/design/flow/config.mk WORK_HOME=/design/flow/orfs finish
==> impl_metrics.toml <==
# yosys + openroad results
[sta]
rsz0062_at_grt = "no"
period_minus_slack_ns = 1.20
fin_skew_ns = 0.00575
hold_viol = 0
worst_pin_slew_ns = 0.276
max_slew_margin = 0.814
setup_tns_ns = 0
fin_crit_sh = 0.924
finalSetupViolations = 0
fmax_mhz = 832
report.final.slew_viol_count = 0
hold_ws_ns = 0.217

[layout]
layout_top_cell = "buf_4"
nFillCells = 410
drive_gt1_frac = 0.286
reg_top3 = "count x4"
largest_register_ffs = 4
lay_top_cells = "5 x buf_4, 4 x dfrtp_1, 4 x dlygate4sd2_1"
top_register = "count"
syn_to_final_growth_pct = 93.5

[critical_path]
cp-start-kind = "flip-flop"
crit_path_end_kind = "flip-flop"
rrSetupSlack_ns = 0.1
cp.arrival_ns = 1.32
cp_max_fo = 5
crit_type = "reg -> reg"
critPathRequiredTime_ns = 1.41
r2r_end = "count[2]"
r2r-start = "count[1]"
r2r_cells = 5

[logic_synthesis]
synth_cell_types = 12
ys_seq_frac = 0.576
synth_area_um2 = 174
synth_area_per_cell_um2 = 11.6
numSynthFlops = 4
syn_inst = 15
synth_stat.cells = 15
synth.area.top_cells = "dfrtp_1 58%, ha_1 7.2%, a21bo_1 5.8%, o2bb2ai_1 5.0%, and2b_1 4.3%"
yosys_warnings = 1
top_cell_area_share = 0.576
ys_area_um2 = 174
top_area_cell = "dfrtp_1"

[floorplanning]
core_util_floorplan = 0.0509
core_region_area_mm2 = 0.00342
fp-row-count = 21
die_w_um = 80
io_pins = 6
die_h_um = 80
dieArea_mm2 = 0.00640

[global_route]
grt_max_degree = 6
grt.overflow.total = 0
antenna_found_initial = 0
grt_pass1_vias = 197
grt_pass1_wl_um = 917
grt_usage = 0.0183

[cts]
insertion_delay_ns = 0.23
cts.sinks = 4
clkTransAtPathRegs_ns = 0.04
cts_buffers = 3
cts_buffer_depth = 2
htree_levels = 1
hold_buffers = 0
cts_tree = "built"
root_buffer = "clkbuf_4"

[pwr]
p_leak_uw = 0.000159
power_density_mw_per_mm2 = 842
ir_worst_vdd_mv = 0.409

[routing]
num_antenna_cells = 0
wl_um = 499
final_antenna_net_count = 0
dr.first_iter.drc_count = 0
firstDrtPassIters = 1
vias_per_cell = 2.16
vias = 160
drcViolationCount = 0
wl_per_cell_um = 6.74

[job]
cap_violations = 0
tool_warnings = 25

[worst_hold_path]
holdCritPathClass = "in -> async"

[placed_design]
port_buffers = 5
place.gp.congestion = 0.700

[outcome]
outcome = "finished, final reports clean"
## Yosys cell counts
cell	instances
a21bo_1	1
and2_1	1
and2b_1	1
dfrtp_1	4
ha_1	1
inv_1	1
nand2_1	1
nand2b_1	1
nor2_1	1
o21ai_0	1
o22ai_1	1
o2bb2ai_1	1
## per-stage QoR
| step | power (uW) | std cells | worst slack [ns] | cell area (um2) | utilization |
|---|---|---|---|---|---|
| 2_1_floorplan | 129 | 15 | 0.373 | 174 | - |
| 3_3_place_gp | 132 | 67 | 0.150 | 289 | 0.0846 |
| 3_5_place_dp | 132 | 67 | 0.133 | 289 | 0.0846 |
| 4_1_cts | 288 | 74 | 0.105 | 337 | 0.0985 |
| 5_1_grt | 301 | 74 | 0.0272 | 337 | 0.0985 |
| 6_report | 283 | 74 | 0.0986 | 337 | 0.0985 |
## where the power goes
group	leakage (uW)	switching, uW	internal (uW)
registers	0.0000513	0	125
logic	0.0000940	2.66	2.82
clock network	0.0000138	49.6	103
total	0.000159	52.2	231
## worst max-delay path, stage by stage (launching register included)
cell and delay [ns]:
dfrtp_1 0.37, buf_4 0.14, buf_4 0.14, ha_1 0.19
a21bo_1 0.18, o22ai_1 0.07
## how the worst max path moves through the flow
stage	startpoint	to	slack (ns)
5_1_grt	count[1]	count[2]	0.03
6_report	count[1]	count[2]	0.1
4_1_cts	count[1]	count[2]	0.11
## cells by family (layout without fill, tap and decap cells)
logic type | count (synthesis) | count (layout) | synth area share
buf+inv | 1 | 14 | 0.0216
compound gates | 4 | 4 | 0.173
fa+ha+maj | 1 | 1 | 0.0719
flops | 4 | 4 | 0.576
simple gates | 5 | 5 | 0.158
## per-layer routing
metal / share of wire / track usage
met5: 0 / 0
met4: 0 / 0.00352
met3: 0.070 / 0.0114
met2: 0.30 / 0.0217
met1: 0.63 / 0.0267
## timing repair
item,in CTS,in global routing
endpoints found under the setup margin,4,0
buffers inserted,4,0
gates resized,4,0
## area by class of cell
| class | count | area [um2] | area share |
|---|---|---|---|
| Multi-Input combinational cell | 10 | 70.1 | 0.208 |
| Timing Repair Buffer | 10 | 82.6 | 0.245 |
| Clock buffer | 3 | 22.5 | 0.0669 |
| Inverter | 1 | 3.75 | 0.0112 |
| Tap cell | 46 | 57.6 | 0.171 |
| Sequential cell | 4 | 100 | 0.297 |
No activity file was given, so power comes from the tool's default toggle rates.
